[/design/flow/design.v]
module CLKDIV (
    input wire clk,
    input wire rst,
    output reg [31:0] clk_div
);
    initial begin
        clk_div = 0;
    end
    always @ (posedge clk or posedge rst) begin
        if (rst) clk_div <= 0;
        else clk_div <= clk_div + 1'b1;
    end
endmodule
module shift_reg8b(
    input clk, S_L, s_in,
    input [7:0] p_in,
    output reg [7:0] Q
);
    always @ (posedge clk) begin
        if (S_L) Q <= p_in;
        else Q <= {Q[6:0], s_in};
    end
endmodule
module SR_Latch (
    input S,
    input R,
    output Q,
    output NQ
);
    reg tmp = 1'b0;
    always @ (*) begin
        if (!S && R) tmp <= 1'b0;
        else if (S && !R) tmp <= 1'b1;
    end
    assign Q = tmp;
    assign NQ = ~tmp;
endmodule
module SEGDRV (
    input clk,
    input [63:0] num,
    input start,
    output SEG_CLK,
    output SEG_CLR,
    output SEG_DT,
    output SEG_EN
);
    wire [63:0] Q;
    wire S_L, finish;
    reg s_in;
    SR_Latch sr(.S(start & finish), .R(~finish), .Q(S_L), .NQ());
    always @ (posedge clk) s_in <= ~S_L;
    generate
        genvar i;
        for (i = 0; i < 8; i = i + 1) begin : reggen
            shift_reg8b sr(
                .clk(clk),
                .S_L(S_L),
                .p_in(num[i*8+7:i*8]),
                .Q(Q[i*8+7:i*8]),
                .s_in(i == 0 ? s_in : Q[i*8-1])
            );
        end
    endgenerate
    assign finish = &Q[62:0];
    assign SEG_DT = Q[63];
    assign SEG_CLK = ~clk | finish;
    assign SEG_CLR = 1'b1;
    assign SEG_EN = finish;
endmodule
module SCDISP (
    input clk,
    input [3:0] din,
    output SEG_CLK,
    output SEG_CLR,
    output SEG_DT,
    output SEG_EN
);
    function [7:0] num2seg (input [3:0] num);
        case (num)
            4'b0000: num2seg = 8'b11000000;
            4'b0001: num2seg = 8'b11111001;
            4'b0010: num2seg = 8'b10100100;
            4'b0011: num2seg = 8'b10110000;
            4'b0100: num2seg = 8'b10011001;
            4'b0101: num2seg = 8'b10010010;
            4'b0110: num2seg = 8'b10000010;
            4'b0111: num2seg = 8'b11111000;
            4'b1000: num2seg = 8'b10000000;
            4'b1001: num2seg = 8'b10010000;
            default: num2seg = 8'b11000000;
        endcase
    endfunction
    wire [63:0] data;
    assign data = {
        8'b10010010,  
        8'b10100111,  
        8'b10100011,  
        8'b10101111,  
        8'b10000110,  
        8'b10111111,  
        8'b11000000,  
        num2seg(din)  
    };
    reg start, clk_old;
    wire [31:0] clk_div;
    CLKDIV clkdiv (.clk(clk), .rst(1'b0), .clk_div(clk_div));
    always @ (posedge clk) begin
        if (clk_div[16] != clk_old) start <= 1'b1;
        else start <= 1'b0;
        clk_old <= clk_div[16];
    end
    SEGDRV segdrv (
        .clk(clk),
        .num(data),
        .start(start),
        .SEG_CLK(SEG_CLK),
        .SEG_CLR(SEG_CLR),
        .SEG_DT(SEG_DT),
        .SEG_EN(SEG_EN)
    );
endmodule
[/design/flow/run.sh]
#!/bin/bash
# OpenROAD 26Q1-2900-gdf79404cd8, Yosys 0.63+post, stock flow scripts
make -C /OpenROAD-flow-scripts/flow DESIGN_CONFIG=/design/flow/config.mk WORK_HOME=/design/flow/orfs finish
[/design/flow/config.mk]
export PLATFORM = sky130hd
export DESIGN_NAME = SCDISP
export DESIGN_NICKNAME = SCDISP
export VERILOG_FILES = /design/flow/design.v
export SDC_FILE = /design/flow/constraint.sdc
export NUM_CORES = 4
export LEC_CHECK = 1
export CORE_UTILIZATION = 50
[/design/flow/constraint.sdc]
current_design SCDISP

set clk_period 4.1
set clk_io_pct 0.2

create_clock -name clk0 -period $clk_period [get_ports {clk}]

set non_clock_inputs [all_inputs -no_clocks]
set_input_delay [expr $clk_period * $clk_io_pct] -clock clk0 $non_clock_inputs
set_output_delay [expr $clk_period * $clk_io_pct] -clock clk0 [all_outputs]
==> results.cfg <==
; physical design summary
[yosys]
ys_area_um2 = 2750
largest_area_cell = dfxtp_1
ys_types = 29
ys_ff = 85
topCellsByArea = dfxtp_1 61%, or2_2 7.1%, nor2b_1 6.1%
synth_top_area_share_pct = 61.2
ff_type = dfxtp_1
synth_area_um2 = 2750
edf_count = 0
synth_warnings = 5
synth-async-reset-ratio_pct = 0
synth_stat.cells = 250
avgSynthCellArea_um2 = 11.0
synthTopCellsByCount = 84 x dfxtp_1, 31 x or2_2, 27 x nor2b_1, 18 x nand4_1, 11 x xnor2_1
synthMostInstantiatedCell = dfxtp_1
synth_cells = 250

[die]
die_x_um = 76.1
die-area_um2 = 5800
coreArea_um2 = 5200
die_h_um = 76.1
num_rows = 26
initCoreUtil_pct = 52.8
num_io_pins = 9

[timing]
drv_slew = 0
fin_skew_ns = 0.00726
rsz0062_at_grt = no
final.setup.worst_slack_ns = 0.501
setup_viol = 0
untimed_endpoints = 2
hold_viol = 0
setup_tns_ns = 0
unclocked_regs = 1

[detailed_routing]
ant_nets = 0
vias = 1583
wl_per_cell_um = 11.9
wl_mm = 4.01
drtIter0Drc = 52
dr.pass1.iters = 4
diodes = 0
vias_per_cell = 4.70
drc = 0

[final_layout]
fin_cells = 337
final_core_util_pct = 59.9
syn_to_final_growth_pct = 13.4
final_layout_size_suffix_gt1_share_pct = 20.2

[setup_path]
worstPathArrival_ns = 2.78
slowest_delay_ns = 0.45
crit_path_frequent_cell = clkbuf_8
slowest_stage = clkdlybuf4s50_1
endpoint_kind = output port
critPathKind = clock port to output port
crit_chain = clkbuf_8 -> clkbuf_8 -> nand2_1 -> clkdlybuf4s50_1
rrSetupSlack_ns = 2.77
worstPathRequired_ns = 3.28
worstSetupStartpointType = clock port
critPathMaxFanout = 2

[worst_hold_path]
min_path_type = flip-flop to flip-flop

[power]
irDropWorstVdd_mv = 0.305
p_leak_nw = 1.29
cellPowerDensity_nw_per_um2 = 483
total_power_mw = 1.51

[global_routing]
busiest_layer = met1
grt.total_usage_pct = 15.3
grt_pass1_vias = 1495
use_met1_pct = 27.6
antenna_found_initial = 0
overflow = 0
grt_max_degree = 55
grt_pass1_wl_mm = 6.80
grtUsageMet2_pct = 19.3
use_met3_pct = 3.41

[clock_network]
clk_pin_slew_ns = 0.08
cts_setup_buffers = 0
holdBufCountCts = 0
ctsResizeCount = 0
cts_tree = built
insertion_delay_ns = 0.44

[place]
dp_hpwl_mm = 2.58
dp_slack_ns = 0.749
gp_congestion = 0.730
io_buffers = 7
dpl.cell_count = 319

[job]
warnings = 30
maxCapViolCount = 0

[run_status]
status = complete, no violations
[worst paths after layout]
check,start,to,cells after the start
hold / removal,clkdiv.clk_div[16],clk_old,0
hold reg to reg,clkdiv.clk_div[16],clk_old,0
setup / recovery,clk,SEG_CLK,4
setup reg to reg,clkdiv.clk_div[3],clkdiv.clk_div[11],4
[area by class of cell]
class,count,area [um^2]
Multi-Input combinational cell,146,976
Timing Repair Buffer,7,67.6
Clock inverter,4,48.8
Clock buffer,15,203
Tap cell,70,87.6
Fill cell,431,2090
Sequential cell,85,1700
Inverter,10,37.5
[through the flow]
| step | cell area, um^2 | hold WS (ns) |
|---|---|---|
| global route | 3120 | 0.406 |
| finish | 3120 | 0.392 |
| detailed placement | 2880 | 0.382 |
| floorplan | 2750 | 0.370 |
| CTS | 3120 | 0.395 |
| global placement | 2880 | 0.381 |
[flip-flops by register name, summed over array words and instances (netlist names)]
register and flops:
segdrv.sr.tmp 1, segdrv.s_in 1, clkdiv.clk_div 17, start 1, segdrv.reggen.sr.Q 64, clk_old 1
[layout by cell type, fill, tap and decap left out, drive strengths merged]
| master | n |
|---|---|
| nor4 | 4 |
| nand2b | 3 |
| clkdlybuf4s50 | 7 |
| clkbuf | 14 |
| inv | 10 |
| dlxtn | 1 |
| bufinv | 1 |
| and3 | 1 |
| nor3 | 2 |
| a21oi | 6 |
| nor2 | 6 |
| buf | 1 |
| o21ai | 1 |
| clkinv | 3 |
| conb | 1 |
| nand3 | 8 |
| a211oi | 1 |
| xor2 | 5 |
| or2 | 31 |
| xnor2 | 11 |
| dfxtp | 84 |
| nand4 | 19 |
| nor2b | 27 |
| a31oi | 1 |
| and4 | 1 |
| nand2 | 8 |
| o2bb2ai | 4 |
| ha | 5 |
| mux2 | 1 |
[logic make-up (layout without fill, tap and decap cells)]
logic type | after synthesis | in the layout | share of synthesized area [%]
AOI/OAI and AO/OA | 13 | 13 | 3.05
xor gates and xnor gates | 16 | 16 | 5.10
adders and majority gates | 5 | 5 | 2.28
buffers and inverters | 19 | 36 | 2.73
DFF | 84 | 84 | 61.2
latches | 1 | 1 | 0.546
muxes | 1 | 1 | 0.410
other | 1 | 1 | 0.136
and+or+nand+nor | 110 | 110 | 24.5
[power by group]
| group | switching (mW) | internal [mW] |
|---|---|---|
| combinational | 0.00814 | 0.00760 |
| clock | 0.286 | 0.390 |
| sequential | 0 | 0.815 |
| total | 0.294 | 1.21 |
[layer usage]
layer,routed length [um],part of all wire [%]
met5,0,0
met4,44,1.1
met3,143,3.6
met2,1550,39
met1,2270,57
[critical path, delay by kind of cell]
kind | cells | cell delay [ns]
and+or+nand+nor | 1 | 0.05
buffers and inverters | 3 | 0.68
