`design/flow/run.sh`:
```
#!/bin/bash
# OpenROAD 26Q1-2900-gdf79404cd8, Yosys 0.63+post, stock flow scripts
make -C /OpenROAD-flow-scripts/flow DESIGN_CONFIG=/design/flow/config.mk WORK_HOME=/design/flow/orfs finish
```
`design/flow/config.mk`:
```
export PLATFORM = sky130hd
export DESIGN_NAME = LEDDISP
export DESIGN_NICKNAME = LEDDISP
export VERILOG_FILES = /design/flow/design.v
export SDC_FILE = /design/flow/constraint.sdc
export NUM_CORES = 4
export LEC_CHECK = 1
export CORE_UTILIZATION = 40
```
`design/flow/constraint.sdc`:
```
current_design LEDDISP

set clk_period 5.3
set clk_io_pct 0.2

create_clock -name clk0 -period $clk_period [get_ports {clk}]

set non_clock_inputs [all_inputs -no_clocks]
set_input_delay [expr $clk_period * $clk_io_pct] -clock clk0 $non_clock_inputs
set_output_delay [expr $clk_period * $clk_io_pct] -clock clk0 [all_outputs]
```
`design/flow/design.v`:
```
module LEDDISP (
    input clk,
    output [7:0] LED,
    output LED_CLK,
    output LED_DT,
    output LED_EN,
    output LED_CLR
);
    wire [15:0] num;
    wire clk_500ms;
    wire clk_125ms;
    reg clkt;
    reg [15:0] count = 1'b0;
    reg [7:0] shift_LED = 8'h01;
    reg switch = 1'b0;       
    reg start = 1'b0;
    assign LED = shift_LED;
    assign num = ~count;
    always @ (negedge clk) begin
        if (clk_125ms && ~clkt) start <= 1;
        else start <= 0;
        clkt <= clk_125ms;
    end
    always @ (posedge clk_500ms) begin
        case (shift_LED)
            8'h01: switch = 1'b0;    
            8'h80: switch = 1'b1;    
            default: shift_LED = shift_LED;
        endcase
        case (switch)
            1'b0: shift_LED <= shift_LED << 1;
            1'b1: shift_LED <= shift_LED >> 1;
        endcase
    end
    always @ (posedge clk_125ms) begin
        if (count == 16'hFFFF) count <= 0;
        else count <= count + 1;
    end
    clk_500ms clk500ms(.clk(clk), .clk_500ms(clk_500ms));
    clk_125ms clk125ms(.clk(clk), .clk_125ms(clk_125ms));
    LEDDRV leddrv(
        .clk(clk),
        .num(num),
        .start(start),
        .LED_CLK(LED_CLK),
        .LED_DT(LED_DT),
        .LED_EN(LED_EN),
        .LED_CLR(LED_CLR)
    );
endmodule
module clk_500ms(
    input clk,
    output reg clk_500ms
);
    reg [31:0] cnt = 32'b0;
    always @ (posedge clk) begin
        if (cnt < 25_000_000) cnt <= cnt + 1'b1;
        else begin
            cnt <= 0;
            clk_500ms <= ~clk_500ms;
        end
    end
endmodule
module clk_125ms(
    input clk,
    output reg clk_125ms
);
    reg [31:0] cnt = 32'b0;
    always @ (posedge clk) begin
        if (cnt < 6_250_000) cnt <= cnt + 1'b1;
        else begin
            cnt <= 0;
            clk_125ms <= ~clk_125ms;
        end
    end
endmodule
module FD(
    input clk, D,
    output Q, Qn
);
    reg Q_reg = 1'b0;
    always @ (posedge clk) Q_reg <= D;
    assign Q = Q_reg;
    assign Qn = ~Q_reg;
endmodule
module LEDDRV (
    input clk,
    input start,
    input [15:0] num,
    output LED_CLK,
    output LED_DT,
    output LED_EN,
    output LED_CLR
);
    wire [15:0] hex;
    wire finish;
    wire Q, Qn;
    reg s_in;
    assign finish = &hex[14:0];
    assign LED_CLK = ~clk | finish;
    assign LED_DT = hex[15];
    assign LED_CLR = 1'b1;
    assign LED_EN = finish;
    always @ (negedge clk) s_in <= ~start;
    FD f0(.clk(clk), .D(s_in), .Q(Q), .Qn(Qn));
    shift_reg8b s1(.clk(clk), .S_L(start), .s_in(hex[7]), .p_in(num[15:8]), .Q(hex[15:8]));
    shift_reg8b s0(.clk(clk), .S_L(start), .s_in(Q), .p_in(num[7:0]), .Q(hex[7:0]));
endmodule
module shift_reg8b(
    input clk, S_L, s_in,
    input [7:0] p_in,
    output reg [7:0] Q
);
    always @ (posedge clk) begin
        if (S_L) Q <= p_in;
        else Q <= {Q[6:0], s_in};
    end
endmodule
module SR_Latch (
    input S,
    input R,
    output Q,
    output NQ
);
    reg tmp = 1'b0;
    always @ (*) begin
        if (!S && R) tmp <= 1'b0;
        else if (S && !R) tmp <= 1'b1;
    end
    assign Q = tmp;
    assign NQ = ~tmp;
endmodule
module SEGDRV (
    input clk,
    input [63:0] num,
    input start,
    output SEG_CLK,
    output SEG_CLR,
    output SEG_DT,
    output SEG_EN
);
    wire [63:0] Q;
    wire S_L, finish;
    reg s_in;
    SR_Latch sr(.S(start & finish), .R(~finish), .Q(S_L), .NQ());
    always @ (posedge clk) s_in <= ~S_L;
    generate
        genvar i;
        for (i = 0; i < 8; i = i + 1) begin : reggen
            shift_reg8b sr(
                .clk(clk),
                .S_L(S_L),
                .p_in(num[i*8+7:i*8]),
                .Q(Q[i*8+7:i*8]),
                .s_in(i == 0 ? s_in : Q[i*8-1])
            );
        end
    endgenerate
    assign finish = &Q[62:0];
    assign SEG_DT = Q[63];
    assign SEG_CLK = ~clk | finish;
    assign SEG_CLR = 1'b1;
    assign SEG_EN = finish;
endmodule
module SCDISP (
    input clk,
    input [3:0] din,
    output SEG_CLK,
    output SEG_CLR,
    output SEG_DT,
    output SEG_EN
);
    function [7:0] num2seg (input [3:0] num);
        case (num)
            4'b0000: num2seg = 8'b11000000;
            4'b0001: num2seg = 8'b11111001;
            4'b0010: num2seg = 8'b10100100;
            4'b0011: num2seg = 8'b10110000;
            4'b0100: num2seg = 8'b10011001;
            4'b0101: num2seg = 8'b10010010;
            4'b0110: num2seg = 8'b10000010;
            4'b0111: num2seg = 8'b11111000;
            4'b1000: num2seg = 8'b10000000;
            4'b1001: num2seg = 8'b10010000;
            default: num2seg = 8'b11000000;
        endcase
    endfunction
    wire [63:0] data;
    assign data = {
        8'b10010010,  
        8'b10100111,  
        8'b10100011,  
        8'b10101111,  
        8'b10000110,  
        8'b10111111,  
        8'b11000000,  
        num2seg(din)  
    };
    reg start, clk_old;
    wire [31:0] clk_div;
    CLKDIV clkdiv (.clk(clk), .rst(1'b0), .clk_div(clk_div));
    always @ (posedge clk) begin
        if (clk_div[16] != clk_old) start <= 1'b1;
        else start <= 1'b0;
        clk_old <= clk_div[16];
    end
    SEGDRV segdrv (
        .clk(clk),
        .num(data),
        .start(start),
        .SEG_CLK(SEG_CLK),
        .SEG_CLR(SEG_CLR),
        .SEG_DT(SEG_DT),
        .SEG_EN(SEG_EN)
    );
endmodule
```
==> run summary <==
impl run done, here's what came out: run status finished clean, Place WS around 1.1 ns, post-synthesis chip area from yosys around 0.0043 mm2, clock slew seen by the registers of the worst setup and hold paths approximately 0.030 ns, Largest regs clk125ms.cnt: 32 flops, clk500ms.cnt: 32 flops, count: 16 flops, overall chip area approximately 0.011 mm2, count of warnings emitted by yosys 6, floorplan row count 37, Die X between 100 and 150 um, worst slack on hold paths 0.371 ns, Static Leakage 1.62 nW, Max stage delay on crit path around 0.46 ns, initial antenna violation count 0, pin count of the biggest net entering global routing 33, number of port buffers 11, maximum fanout along the worst path 2, Min-Delay Path Class flop to flop, Die Ht ~110 um, share of post-route cells with drive strength above 1 0.0723, Iteration-0 DRC Markers between 70 and 80, final setup margin 0.848 ns, detailed-route DRC error count 0, Synthesized registers around 110, Synth async-reset ratio 0, post-layout util 0.469, final hold violations 0, post-layout instance area approximately 0.0049 mm2, antenna diode count 0, Seq share, synth 0.520, final weighted congestion in routability-driven placement roughly 0.8, Top cell excl fill/tap sky130_fd_sc_hd__dfxtp_1, Max stage delay cell, worst path sky130_fd_sc_hd__clkdlybuf4s50_1, number of setup violations in the final report 0, Ports 13, number of OpenROAD warnings 27, worst vdd rail ir drop ~0.00018 V, clk ins delay skew pair 0.51 ns, number of distinct library cells after synthesis 44, Worst Clk Skew 0.0522 ns, Final Max-Slew Violation Tally 0, routed length per instance between 10 and 15 um, Final HPWL DP between 5000 and 6000 um, cell area after synthesis between 0.004 and 0.005 mm2, final WL roughly 7400 um, per-cell via count in the routed design slightly above 5, kind of capture point of the worst setup path primary output, CTS tree yes, commonest cells after routing, fill and taps aside sky130_fd_sc_hd__dfxtp_1, sky130_fd_sc_hd__nor3_1, sky130_fd_sc_hd__nand2_1, total routing usage reported by global routing 0.146, number of iterations in the first detailed-routing pass 5, ANT nets after route 0, hold-fix buffer count after cts 0, number of cell instances after yosys synthesis around 460, post-route setup TNS 0 ns, gate count of the mapped netlist 455, total number of vias 3,218, via count of the first global-routing pass around 2,900, worst-path cell chain clkbuf_8 > clkbuf_8 > nand2b_1 > clkdlybuf4s50_1, number of cells on the worst hold path 1, RSZ-0062 raised after global routing false, placed cell area around 0.0046 mm2, worst path arrival time between 3 and 4 ns, starting density of the core 0.416, average cell area after synthesis ~9.5 um2, Worst Path Required around 4.2 ns, number of gates resized after CTS 0, type of the worst setup path clock port to primary output, depth of the worst register-to-register path 2, first-pass GRT wire length roughly 13,000 um, max-cap viol count 0, Power per Cell Area roughly 260 mW/mm2, Slew @ Worst Pin between 0.8 and 0.9 ns, endpoints left unconstrained 33, Std-Cell Core Area 0.0104 mm2, setup repair bufs after CTS 0, startpoint class of the critical path clock port, number of register pins that no clock reaches 25, normalized max-slew margin 0.420, area added between synthesis and finish 12.7%, Most common cell on crit path sky130_fd_sc_hd__clkbuf_8, commonest register cell after synthesis sky130_fd_sc_hd__dfxtp_1, GRT overflow 0, count of flip-flops with a built-in enable after synthesis 2
## kinds of logic after synthesis
group / count (synthesis) / synth area share
and+or+nand+nor: 195 / 0.249
DFF: 111 / 0.520
AOI/OAI and AO/OA: 66 / 0.0966
xor gates and xnor gates: 39 / 0.0792
buffers and inverters: 34 / 0.0313
muxes: 5 / 0.0131
adders and majority gates: 3 / 0.00870
other: 2 / 0.00174
## routing by layer
layer  routed length [um]  global-route usage
met1                 3930               0.219
met2                 3140               0.225
met3                  260              0.0360
met4                  120              0.0248
met5                    0                   0
## metrics by stage
stage | total power, mW | std cells
final | 1.28 | 620
after global routing | 1.34 | 620
after CTS | 1.30 | 620
after detailed placement | 0.734 | 599
after global placement | 0.733 | 599
after floorplan | 0.715 | 470
## synth_stat cells (4+ instances only)
| cell | instances | area share |
|---|---|---|
| sky130_fd_sc_hd__a211oi_1 | 17 | 0.030 |
| sky130_fd_sc_hd__a21oi_1 | 4 | 0.0046 |
| sky130_fd_sc_hd__and3_1 | 6 | 0.0087 |
| sky130_fd_sc_hd__and4_1 | 5 | 0.010 |
| sky130_fd_sc_hd__clkbuf_1 | 17 | 0.015 |
| sky130_fd_sc_hd__dfxtp_1 | 109 | 0.51 |
| sky130_fd_sc_hd__inv_1 | 12 | 0.010 |
| sky130_fd_sc_hd__mux2_2 | 5 | 0.013 |
| sky130_fd_sc_hd__nand2_1 | 32 | 0.028 |
| sky130_fd_sc_hd__nand3_1 | 22 | 0.026 |
| sky130_fd_sc_hd__nand4_1 | 22 | 0.032 |
| sky130_fd_sc_hd__nor2_1 | 17 | 0.015 |
| sky130_fd_sc_hd__nor3_1 | 41 | 0.048 |
| sky130_fd_sc_hd__nor4_1 | 12 | 0.017 |
| sky130_fd_sc_hd__o21ai_0 | 30 | 0.035 |
| sky130_fd_sc_hd__o31ai_1 | 6 | 0.010 |
| sky130_fd_sc_hd__or3_1 | 12 | 0.017 |
| sky130_fd_sc_hd__or4_1 | 8 | 0.014 |
| sky130_fd_sc_hd__xnor2_1 | 26 | 0.053 |
| sky130_fd_sc_hd__xor2_1 | 13 | 0.026 |
## path summary, 6_finish.rpt
check                 from                     end  slack (ns)
max reg2reg  start$_DFF_N_  leddrv.s0.Q[4]$_DFF_P_        1.26
max                    clk                 LED_CLK        0.85
min           clkt$_DFF_N_           start$_DFF_N_        0.37
min reg2reg   clkt$_DFF_N_           start$_DFF_N_        0.37
## where the power goes
part           switching [mW]  total [mW]  internal (mW)
sequential            0.00871       0.686          0.677
clock                   0.250       0.581          0.332
combinational         0.00627      0.0123        0.00599
## area by class of cell
cell class / instances / area [um2]
Fill cell: 981 / 5510
Sequential cell: 111 / 2240
Tap cell: 136 / 170
Multi-Input combinational cell: 325 / 2000
Clock buffer: 13 / 175
Inverter: 12 / 45.0
Clock inverter: 10 / 108
Timing Repair Buffer: 13 / 123
## worst max-delay path: cells and delay by family
family / cells / cell delay (ns)
buf+inv: 3 / 0.69
simple gates: 1 / 0.06
Power and IR drop assume default switching activity.
