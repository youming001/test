**./design.v**
```verilog
module VGAC (
    input clk,                   
    input clrn,                  
    input [11:0] din,            
    output reg [8:0] row_addr,   
    output reg [9:0] col_addr,   
    output reg [3:0] r, g, b,    
    output reg rdn,              
    output reg hs,               
    output reg vs                
);
    reg [9:0] hcnt;
    always @ (posedge clk) begin
        if (!clrn) hcnt <= 0;
        else if (hcnt == 799) hcnt <= 0;
        else hcnt <= hcnt + 1;
    end
    reg [9:0] vcnt;
    always @ (posedge clk or negedge clrn) begin
        if (!clrn) vcnt <= 0;
        else if (hcnt == 799) begin
            if (vcnt == 524) vcnt <= 0;
            else vcnt <= vcnt + 1;
        end
    end
    wire [9:0] row    =  vcnt - 35;       
    wire [9:0] col    =  hcnt - 143;      
    wire       h_sync = (hcnt > 95);      
    wire       v_sync = (vcnt > 1);       
    wire       read   = (hcnt > 142) &&   
                        (hcnt < 783) &&   
                        (vcnt > 34)  &&   
                        (vcnt < 515);     
    always @ (posedge clk) begin
        row_addr <=  row[8:0];  
        col_addr <=  col;       
        rdn      <= ~read;      
        hs       <=  h_sync;    
        vs       <=  v_sync;    
        r        <=  rdn ? 4'h0 : din[11:8];    
        g        <=  rdn ? 4'h0 : din[7:4];     
        b        <=  rdn ? 4'h0 : din[3:0];     
    end
endmodule
```
**./run.sh**
```bash
#!/bin/bash
# OpenROAD 26Q1-2900-gdf79404cd8, Yosys 0.63+post, stock flow scripts
make -C /OpenROAD-flow-scripts/flow DESIGN_CONFIG=/design/flow/config.mk WORK_HOME=/design/flow/orfs finish
```
**./config.mk**
```make
export PLATFORM = sky130hd
export DESIGN_NAME = VGAC
export DESIGN_NICKNAME = VGAC
export VERILOG_FILES = /design/flow/design.v
export SDC_FILE = /design/flow/constraint.sdc
export NUM_CORES = 4
export LEC_CHECK = 1
export CORE_AREA = 10 10 114 114
export DIE_AREA = 0 0 124 124
```
**./constraint.sdc**
```tcl
current_design VGAC

set clk_period 2.4
set clk_io_pct 0.2

create_clock -name clk0 -period $clk_period [get_ports {clk}]

set non_clock_inputs [all_inputs -no_clocks]
set_input_delay [expr $clk_period * $clk_io_pct] -clock clk0 $non_clock_inputs
set_output_delay [expr $clk_period * $clk_io_pct] -clock clk0 [all_outputs]
```
==> qor.yml <==
critPathRequiredTime_ns: 1.92
clk_pin_slew_ns: 0.10
yosysWarnings: 1
routed_wl_um: 4560
ys_seq_share_pct: 53.6
min_path_type: "flop to flop"
ys_area_um2: 2110
die_w_um: 124
rows: 37
drtPass1Iterations: 4
grt_max_degree: 18
syn_to_final_growth_pct: 32.3
clockBufferDepth: 2
grt_pass1_vias: 1422
yosysUniqueCellTypes: 44
synth_area_leader_cell: "dfxtp_1"
num_vias: 1481
ant_nets: 0
vias_per_cell: 3.96
ys_async_sr_fraction_pct: 18.5
setup-tns-final_ns: 0
worst_slew_pin_slew_ns: 0.499
antenna_found_initial: 0
synth_flops: 54
layout_setup_ws_ns: 0.479
cts_resized: 0
portBuffers: 47
powerDensity_nw_per_um2: 568
root_buffer: "clkbuf_8"
max_cap_viol_count: 0
crit_path_max_fanout: 13
syn-instance-count: 197
cp-end-kind: "output pin"
cts_inserted_buffers: 5
fmax_mhz: 520
synthTopCellsByArea: "dfxtp_1 42%, dfrtp_1 12%, xor2_1 6.2%"
stdcell_area_um2: 2790
ys_cells: 197
period_used_pct: 80.1
p_leak_nw: 1.10
critPathKind: "flop to output pin"
grt_pass1_wl_um: 7310
drt-initial-drc-count: 47
warning_count: 30
num_antenna_cells: 0
cp_slowest_cell: "dfxtp_1"
fin_skew_ns: 0.00941
arrival_ns: 1.44
setup_viol: 0
edf_count: 0
fillerInstances: 1089
ios: 48
insertion_delay_ns: 0.31
relSlewSlack_pct: 66.3
cp_slowest_stage_delay_ns: 0.58
die_y_um: 124
cp_num_buf_inv: 1
ir_drop_v: 0.000343
worstPathCellList: "clkdlybuf4s50_1"
rsz0062_at_grt: "no"
wire_per_inst_um: 12.2
cts_sinks: 54
slew_viol_final: 0
yosysTopAreaCellShare_pct: 41.7
grt.total_usage_pct: 5.82
dp_hpwl_um: 3280
dpl_cell_area_um2: 2680
dp_slack_ns: 0.564
coreArea_um2: 10400
fp_util_pct: 20.3
htree_levels: 2
synthFlopType: "dfxtp_1"
postCtsHoldBufs: 0
drive_above_1_share_pct: 7.56
post-cts-setup-buffer-count: 0
place.gp.congestion: 0.882
drc: 0
die_area_um2: 15400
hold_violations: 0
fin_crit_ns: 1.92
avgSynthCellArea_um2: 10.7
syn_area_um2: 2110
critPathTopFamily: "flip-flops"
status: "completed"
grt_overflow_total: 0
startpoint_type: "flop"
cts_tree: "yes"
[flip-flops by register name, indices dropped and copies added, names as in the netlist]
name,count
col_addr,10
hcnt,10
vcnt,10
row_addr,9
b,4
g,4
r,4
hs,1
rdn,1
vs,1
[per-stage QoR]
stage	cells	hold WS [ns]	util (%)	total power, W
after floorplan	197	0.184	-	0.000945
after global placement	366	0.441	25.7	0.000989
after detailed placement	366	0.449	25.7	0.000990
after CTS	374	0.477	26.8	0.00161
after global routing	374	0.501	26.8	0.00165
final	374	0.476	26.8	0.00159
[layout by cell type (no fill, tap or decap), types with 2 or more instances in the layout]
cell type,netlist,routed
xor2_1,15,15
nand4_1,7,7
o41ai_1,2,2
and4_1,2,2
dfrtp_1,10,10
ha_1,7,7
nand2_1,8,8
nor2b_1,13,13
buf_4,2,2
and3_1,4,4
inv_1,4,4
dfxtp_1,44,44
a21oi_1,4,4
clkdlybuf4s50_1,0,47
mux2_2,2,2
xnor2_1,7,7
nor3_1,7,7
o31ai_1,3,3
clkbuf_8,0,5
o21ai_0,5,5
and2_1,2,2
inv_4,0,2
nand3_1,5,5
nor2_1,10,10
[Yosys cell counts, types with 7 or more instances]
library cell	count
xor2_1	15
nand4_1	7
ha_1	7
dfrtp_1	10
nand2_1	8
nor2b_1	13
nor2_1	10
xnor2_1	7
dfxtp_1	44
nor3_1	7
buf_2	8
[final timing paths]
kind                            startpoint           to  slack [ns]  cells after the start
worst min-delay path               hcnt[0]  col_addr[0]        0.48                      1
max in group asynchronous             clrn      vcnt[7]        1.68                      2
worst max-delay path                   rdn          rdn        0.48                      1
worst max register to register     hcnt[1]      vcnt[8]        0.55                      5
min in group asynchronous             clrn      vcnt[6]        0.55                      2
worst min register to register     hcnt[0]  col_addr[0]        0.48                      1
[cells by family after synthesis]
group / after synthesis / share of synthesized area, %
multiplexers: 3 / 1.54
XOR/XNOR: 22 / 9.13
buffers and inverters: 20 / 4.74
flip-flops: 54 / 53.6
AND/OR/NAND/NOR: 67 / 18.9
adder cells (fa/ha/maj): 7 / 4.15
AND-OR/OR-AND: 24 / 7.94
[power breakdown]
part	internal, W	switching [W]	total [W]
clock	0.000313	0.000305	0.000617
sequential	0.000909	0.00000698	0.000916
combinational	0.0000372	0.0000156	0.0000528
total	0.00126	0.000328	0.00159
[layer usage]
layer | up-vias | routed length, µm | share of wire [%] | global-route usage (%)
li1 | 747 | - | - | -
met1 | 687 | 2190 | 48 | 9.00
met2 | 42 | 1880 | 41 | 8.11
met3 | 5 | 391 | 8.6 | 1.47
met4 | 0 | 88 | 1.9 | 1.08
met5 | - | 0 | 0 | 0
[area by class of cell]
type                    count  area [µm²]  share of cell area, %
repair buffers             49         485                   17.4
multi-input cells         123         880                   31.5
inverters                   4        15.0                  0.538
clock buffers               5        68.8                   2.46
well taps                 136         170                   6.09
clock inverters             3        42.5                   1.52
flip-flops and latches     54        1130                   40.5
Power is estimated from default activity; no workload was simulated.
